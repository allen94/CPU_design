$ cat flow/run.sh
#!/bin/bash
# OpenROAD 26Q1-2900-gdf79404cd8, Yosys 0.63+post, stock flow scripts
make -C /OpenROAD-flow-scripts/flow DESIGN_CONFIG=/design/flow/config.mk WORK_HOME=/design/flow/orfs finish
$ cat flow/config.mk
export PLATFORM = sky130hd
export DESIGN_NAME = wb
export DESIGN_NICKNAME = wb
export VERILOG_FILES = /design/flow/design.v
export SDC_FILE = /design/flow/constraint.sdc
export NUM_CORES = 4
export LEC_CHECK = 1
export CORE_UTILIZATION = 40
$ cat flow/constraint.sdc
current_design wb

set clk_period 2.1
set clk_io_pct 0.2

create_clock -name clk0 -period $clk_period [get_ports {clk}]

set non_clock_inputs [all_inputs -no_clocks]
set_input_delay [expr $clk_period * $clk_io_pct] -clock clk0 $non_clock_inputs
set_output_delay [expr $clk_period * $clk_io_pct] -clock clk0 [all_outputs]
$ cat flow/design.v
module wb(input alu_zero
,input clk
,input rst_n
,input [1:0] control_wb
,input [2:0] control_mem
,input [31:0] result
,input [31:0] datamem_data
,input [4:0] wb_add_in
,output [31:0] wb_data
,output regwrite_wb
,output [4:0] wb_add_out
);
wire [70:0] MEM_WB;
wire [31:0] datatransfer;
assign wb_add_out=MEM_WB[70:66];
assign regwrite_wb=MEM_WB[0];
memory m1(.rst_n(rst_n)
,.memread(control_mem[2])
,.memwrite(control_mem[1])
,.address(result)
,.writemem_data(datamem_data)
,.readdata(datatransfer));
MEM_WBregister r1(.readdata(datatransfer)
,.clk(clk)
,.rst_n(rst_n)
,.result(result)
,.write_reg(wb_add_in)
,.WB(control_wb)
,.MEM_WB(MEM_WB));
WB_mux	WB_mux(
 MEM_WB[33:2]
,MEM_WB[65:34]
,MEM_WB[1]
,wb_data);
endmodule
module memory(
input rst_n
,input memwrite
,input memread
,input [31:0] address
,input [31:0] writemem_data
,output reg [31:0]readdata);
reg [31:0] data1 [63:0];
wire [31:0] num;
integer r;
assign num={2'b00,address[31:2]};
always@(*)
begin
	if(!rst_n) 
		begin
			for(r=0;r<64;r=r+1)
			data1[r]=32'b0;
		end
	else if(memwrite)  data1[num]<=writemem_data;
	else if (memread) readdata<=data1[num];
end
endmodule
module MEM_WBregister(
	input clk, 
	input rst_n,
	input [31:0] readdata,
	input [31:0] result,
	input [4:0] write_reg,
	input [1:0]  WB,
	output reg [70:0] MEM_WB);
  reg [70:0]  data;
 always@(negedge clk)
 begin
 	if(!rst_n)
 		data<=0;
 	else
 	begin
		data[33:2]<=readdata[31:0];
		data[65:34]<=result;
		data[70:66]<=write_reg[4:0];
		data[1:0]<=WB[1:0];
	end
 end
 always@(posedge clk)  
		MEM_WB<=data;
endmodule
module WB_mux(
 input [31:0] readdata
,input [31:0] aluresult
,input PCsrc
,output reg [31:0] PC);
always@(*)
begin
PC=PCsrc?readdata:aluresult;
end
endmodule
==> impl_metrics.ini <==
; physical design summary
[final_timing]
hold_viol_final = 0
unclocked_regs = 2080
clock.fmax_mhz = 486
relSlewSlack_pct = 16.2
finalCritPeriodShare_pct = 97.9
worst_slack_ps = 43.2
skew_ps = 45.7
slew_viol_final = 0
tightest_slew_ps = 1250
untimed_endpoints = 2080
finalSetupViolCount = 0
min_period_ps = 2060

[cts]
htreeDepth = 4
ctsRootBufferMaster = clkbuf_16
clk_pin_slew_ps = 60
worstSkewPairLatency_ps = 460
cts_tree = done
clockBufferDepth = 2
cts_buffers = 17
cts_hold_buf = 0

[synth]
ys_sh_aoi_pct = 16.5
synth_cell_types = 55
ys_top_cells_by_area = dlxtn_1 64%, a22oi_1 11%, dfxtp_1 5.9%, and3_1 2.1%, nand4_1 1.9%
yosys_register_bits = 2222
synth_area_leader_cell = dlxtn_1
ff_type = dlxtn_1
yosys_area_um2 = 48500
async_reset_ff_share_pct = 0
avgSynthCellArea_um2 = 11.2
synthCells = 4336
yosys-stat-cells = 4336
syn_area_um2 = 48500
edf_count = 0
mux_share_pct = 1.35
ys_sh_adder_pct = 0
synth-warning-count = 4
ys_top_logic_family = AND-OR/OR-AND gates
synth-simple-area-share_pct = 9.28
synthXorXnorAreaFrac_pct = 0
synth.top_cell.area_share_pct = 64.3

[worst_setup_path]
cp.required_ps = 1680
path_max_fanout = 16
worstPathArrival_ps = 1640
end_kind = primary output
r2r-start = r1.data[51]
startpoint = r1.MEM_WB[1]
critPathLaunchType = flop
worst-setup-path-type = flop to primary output

[placed_design]
dp_hpwl_um = 129000
gp_congestion = 0.982
place_area_um2 = 53200
place_worst_setup_slack_ps = -268
io_buffers = 112
dpl.cell_count = 6010

[die]
chipArea_um2 = 123000
row_count = 127
fp.dieH_um = 350
core_um2 = 120000
fp_util_pct = 40.4
io_pins = 115
die_x_um = 350

[global_route]
grt_overflow_total = 0
antenna_found_initial = 46
grt_first_pass_wirelength_um = 317000
grt_pass1_vias = 37200
grt_max_degree = 65
grtUsageTotal_pct = 40.0

[cells_and_area]
fin_cells = 6157
logic_area_um2 = 14300
register_area_um2 = 34100
design_area_um2 = 54300
n_fill_cell = 10900
drive_gt1_share_pct = 11.3
area_growth_pct = 12.1

[worst_hold_path]
hp-start = r1.MEM_WB[27]
hold_path_class = flop to primary output

[routing]
drt_wl_total_um = 238000
routed_via_density = 6.60
drt-wirelength-per-cell_um = 38.6
drc_errors = 0
first_pass_iters = 6
num_vias = 40700
drt_iter0_drc = 4796
antenna_left = 0

[run]
maxCapViolCount = 0
tool_warnings = 100

[power]
powerDensity_nw_per_um2 = 257
ir_drop_mv = 0.960
p_leak_nw = 25.2
power_mw = 14.0

[status]
outcome = finished clean
-- flip-flops by register name, summed over array words and instances (netlist names) --
register / flops
m1.data1: 2048
r1.MEM_WB: 71
r1.data: 71
m1.readdata: 32
-- cell usage in the layout, fill, tap and decap left out, types with 9 or more instances in the layout --
cell type and instances:
a2111oi_0 49, a21boi_4 64, a21oi_1 29, a221oi_1 42
a222oi_1 21, a22o_1 88, a22oi_1 706, a31oi_1 10
and2_1 78, and2_2 71, and3_1 161, and4_1 11
buf_4 233, clkbuf_16 18, clkdlybuf4s15_1 10, clkdlybuf4s50_1 78
dfxtp_1 141, diode_2 32, dlxtn_1 2080, dlygate4sd2_1 9
dlymetal6s2s_1 13, inv_1 71, mux2_2 42, mux2_4 16
nand2_1 35, nand3_1 101, nand4_1 148, nor2_1 27
nor2_4 17, nor3_1 10, nor4_1 30, o32a_1 14
or4_1 17
-- per-stage QoR --
step                      util [%]  TNS, ps  hold slack [ps]
after global routing          45.2    -3.51             1390
after floorplan                  -    -70.2              678
after CTS                     45.0     -530             1380
final                         45.2        0             1350
after detailed placement      44.3    -2230             1080
after global placement        44.3    -2460             1080
-- cells by family after synthesis --
logic type / after synthesis
AND-OR/OR-AND: 1033
latches: 2080
multiplexers: 58
AND/OR/NAND/NOR: 746
flip-flops: 142
buffers and inverters: 277
-- cell type report --
| type | count | share of cell area, % |
|---|---|---|
| Sequential cell | 2222 | 62.7 |
| Multi-Input combinational cell | 1837 | 26.3 |
| Timing Repair Buffer | 351 | 5.53 |
| Tap cell | 1612 | 3.71 |
| Clock inverter | 86 | 0.829 |
| Clock buffer | 17 | 0.783 |
| Antenna cell | 32 | 0.147 |
-- per-layer routing --
metal / global-route usage [%] / vias up / routed length [um]
li1: - / 16100 / -
met1: 47.5 / 19400 / 79900
met2: 52.0 / 3936 / 92300
met3: 29.1 / 1182 / 46500
met4: 23.9 / 30 / 18600
met5: 0.746 / - / 253
-- cell usage after synthesis, types with 31 or more instances --
| library cell | instances |
|---|---|
| clkbuf_1 | 141 |
| a21boi_0 | 64 |
| nor4_1 | 31 |
| nor2_1 | 46 |
| and3_1 | 162 |
| nand4_1 | 148 |
| a22o_1 | 88 |
| buf_2 | 89 |
| and2_1 | 145 |
| a221oi_1 | 42 |
| nand3_1 | 101 |
| nand2_1 | 36 |
| mux2_2 | 58 |
| a2111oi_0 | 50 |
| dfxtp_1 | 142 |
| dlxtn_1 | 2080 |
| a22oi_1 | 706 |
-- worst max-delay path, stage by stage, from the launching register on --
cell and delay (ps):
dfxtp_4 400, buf_6 110, buf_12 160, mux2_4 310, dlygate4sd2_1 240
-- timing repair --
action | in CTS | in global routing
gates resized | 40 | 24
cloned | 0 | 1
endpoints found under the setup margin | 32 | 13
setup buffers | 0 | 12
-- report_power, final --
group	leakage (nW)	switching (mW)	internal, mW	total [mW]
Sequential	17.6	0.307	5.86	6.17
Combinational	6.92	3.37	0.915	4.28
Clock	0.677	1.55	1.98	3.53
Total	25.2	5.22	8.76	14.0
-- path summary, 6_finish.rpt --
check,to,slack [ps],cells past startpoint
worst max register to register,r1.MEM_WB[51],610,0
worst min register to register,r1.MEM_WB[30],1380,0
worst min-delay path,wb_data[25],1350,2
worst max-delay path,wb_data[9],40,4
Power and IR drop assume default switching activity.
